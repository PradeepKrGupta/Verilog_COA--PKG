<file path="flow/run.sh">
#!/bin/bash
# OpenROAD 26Q1-2900-gdf79404cd8, Yosys 0.63+post, stock flow scripts
make -C /OpenROAD-flow-scripts/flow DESIGN_CONFIG=/design/flow/config.mk WORK_HOME=/design/flow/orfs finish
</file>
<file path="flow/config.mk">
export PLATFORM = sky130hd
export DESIGN_NAME = logical_unit_4bit
export DESIGN_NICKNAME = logical_unit_4bit
export VERILOG_FILES = /design/flow/design.v
export SDC_FILE = /design/flow/constraint.sdc
export NUM_CORES = 4
export LEC_CHECK = 1
export CORE_AREA = 10 10 70 70
export DIE_AREA = 0 0 80 80
</file>
<file path="flow/constraint.sdc">
current_design logical_unit_4bit

set clk_period 1.0
set clk_io_pct 0.2

create_clock -name clk0 -period $clk_period

set non_clock_inputs [all_inputs -no_clocks]
set_input_delay [expr $clk_period * $clk_io_pct] -clock clk0 $non_clock_inputs
set_output_delay [expr $clk_period * $clk_io_pct] -clock clk0 [all_outputs]
</file>
<file path="flow/design.v">
module logical_unit_4bit(input1, input2, out, ctrl);
input [3:0] input1, input2;
input [1:0] ctrl;
output [3:0] out;
assign out = ctrl[0]?(ctrl[1]?(input1 ^ input2): (input1 |input2)) : (ctrl[1]?(~input1):(input1 & input2));
endmodule
module
logical_unit_4bit_tb;
reg [3:0] input1, input2;
reg [1:0] ctrl;
wire [3:0] out;
logical_unit_4bit i1(input1, input2, out, ctrl);
initial
begin
input1 = 4'b0000;
input2 = 4'b0000;
ctrl = 2'b00;
$monitor("Time:%0t ctrl=%b input1=%4b input2=%4b output=%4b", 
$time, ctrl, input1, input2, out);
#5 input1 = 4'b1010; input2 = 4'b1010; ctrl =2'b00;
#5 input1 = 4'b0011; input2 = 4'b0111; ctrl =2'b01;
#5 input1 = 4'b0000; ctrl = 2'b10;
#5 input1 = 4'b1111; input2 = 4'b1111; ctrl =2'b11;
end
endmodule
</file>
==> COMMIT_EDITMSG <==
Refresh implementation metrics

- The run finished, with violations left.
- The final reports fail on setup timing.
* Power share of the combinational group: 1.000
- The worst setup path is captured at a primary output.
* Chip area in the Yosys report: 250 sq um
- Static timing analysis puts the maximum clock frequency at 765 MHz.
- Crit path launch: input2[0]
- Power spent charging and discharging nets: 0.0693 mW
- The die is 80 microns tall.
- Hold analysis shows the worst path with a depth of 4.
* Utilization after layout: 0.177
- Per STA, the endpoint of the critical path is out[0].
- Part of the total power dissipated in sequential elements: 0
- Final Setup Violations: 4
* Most frequent cells after synthesis: sky130_fd_sc_hd__inv_1 (12), sky130_fd_sc_hd__ha_1 (8), sky130_fd_sc_hd__mux4_1 (4)
* Critical Path Slowest Stage Cell: sky130_fd_sc_hd__mux4_2
- The first global-routing pass estimated 1120 microns of wire.
- Number of clock buffer instances in the layout: 0
- The global route stage reports its total congestion overflow as 0.
- 0 antenna diodes ended up in the layout.
- In this run the critical path is formed by buf_12 > inv_12 > ha_4 > mux4_2 > buf_2.
- The horizontal die dimension reported for this design is 80 microns.
- Worst Path Arrival: 1.11 ns
- Reported max-cap violation count: 0
* Count of antenna-violating nets left after detailed routing: 0
- Setup repair after global routing could not meet its margin everywhere.
- Required time at the worst-slack endpoint: 0.80 ns
- Routability congestion estimate: 0.720
- On the worst path, the slowest cell contributes a delay of 0.45 ns.
* DRT Wirelength: 655 microns
* Total die area: 0.00640 sq mm
- After technology mapping, the gate count stands at 24.
- Worst path setup slack after routing: -0.307 ns
- After layout, the minimum clock period comes to 1.31 ns.
* Max VDD drop: 0.0409 mV
- Buffers added on ports: 14
- The sequential cells in the finished layout cover a total of 0 sq um.
- Summed over all cells, the static leakage comes to 0.256 nW.
- STA classifies the critical path startpoint as an input pin.
- Summed over all nets, the half-perimeter wirelength after detailed placement is 633 microns.
- The number of antenna violations at the first check in global routing was 0.
* Post-synthesis sequential area ratio: 0
* Part of the total power dissipated in the clock network: 0
- FILL cells: 378
* Number of flip-flops and latches: 0
- The stage logs contain a warning count of 39.
- Syn Std Cell Area: 250 sq um
- Per the log, the first TritonRoute iteration ended with a DRC count of 0.
- Looking at the gate-level netlist, the highest instance count belongs to sky130_fd_sc_hd__inv_1.
- Int Pwr: 0.131 mW
- Summing over every cut layer, the via total after detailed routing is 218.
- Of the post-synthesis cell area, the dominant cell type holds 0.420.
- Core region area: 0.00342 sq mm
- Compared with the post-synthesis result, the final layout area differs by 142%.
- Post-layout period usage: 1.31
- The layout summary lists the proportion of cells stronger than drive strength 1 as 0.786.
* Number of detailed-route iterations in the first pass: 1
* Class of the most critical hold timing path: input pin to primary output
- Critical path start-end classification: input pin to primary output
- Cell Type Count: 3
- Number of endpoints with negative hold slack in the final report: 0
- The via count of the first global-routing pass came to 210.
* Max-slew violation count: 0
* Most area-hungry cell type in the Yosys netlist: sky130_fd_sc_hd__mux4_1
- Yosys Warn Count: 0
- Rows: 21
- Worst-path fanout max: 2
* Average wire length per cell after detail routing: 7.44 microns
- The DRC violation total left in the routed layout is recorded as 0.
- Relative max-transition margin: 0.911
- Transition time at the pin with the least slew margin: 0.134 ns
- Net Sw Frac: 0.345
* Routed via count divided by cell count: 2.48
* Maximum number of pins on one net before global-route repair: 4
* Power density over the cells: 332 mW/mm^2
- Yosys cell count: 24
- Setup slack after placement: -1.20 ns
- In the final timing run, aggregate negative setup slack is -1.21 ns.
* Mean area per synthesized cell: 10.4 sq um
- GRT Total Usage: 0.0214
- 14 I/O pins were placed.
- The initial utilization of the core area, before any placement, comes to 0.0733.
* Main area contributors: sky130_fd_sc_hd__mux4_1 (42%), sky130_fd_sc_hd__ha_1 (40%), sky130_fd_sc_hd__inv_1 (18%)
- Overall power after layout: 0.201 mW
==> cell type report <==
class	instances	area, sq um	share of cell area
multi-input cells	12	240	0.398
inverters	12	105	0.174
well taps	46	57.6	0.0952
repair buffers	18	201	0.333
==> logic make-up (layout without fill, tap and decap cells) <==
logic type,Yosys count,in the layout,share of synthesized area
adder cells (fa/ha/maj),8,8,0.400
buffers and inverters,12,30,0.180
multiplexers,4,4,0.420
==> through the flow <==
stage | std cells | hold slack (ns) | area [sq um]
floorplan | 24 | 0.524 | 345
global placement | 87 | 1.63 | 566
detailed placement | 87 | 1.64 | 566
CTS | 88 | 0.852 | 607
global route | 88 | 0.869 | 604
finish | 88 | 0.840 | 604
==> repair_timing <==
item | in CTS | in global routing
cloned | 0 | 0
gates resized | 79 | 2
setup endpoints to repair | 4 | 4
setup buffers | 1 | 0
hold buffers | 0 | 0
==> cells in the final DEF, fill, tap and decap left out, drive strengths merged <==
cell	instances
buf	17
clkdlybuf4s15	1
ha	8
inv	12
mux4	4
==> layer usage <==
metal	GRT usage	part of all wire
met3	0.00568	0.10
met2	0.0417	0.58
met1	0.0235	0.32
met5	0	0
met4	0	0
==> worst max-delay path, delay by kind of cell <==
kind | cells | cell delay, ns
buffers and inverters | 3 | 0.27
adders and majority gates | 1 | 0.18
muxes | 1 | 0.45
==> power by group through the flow <==
stage | combinational, mW | clock [mW] | sequential [mW]
4_1_cts | 0.208 | 0 | 0
5_1_grt | 0.225 | 0 | 0
6_report | 0.201 | 0 | 0
==> how the worst min path moves through the flow <==
stage | start | end
CTS | input1[1] | out[1]
global route | input1[2] | out[2]
finish | input1[1] | out[1]
Power figures rest on the tool's default switching activity, not on a simulated workload.
