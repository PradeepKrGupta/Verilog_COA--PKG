$ cat /design/flow/run.sh
#!/bin/bash
# OpenROAD 26Q1-2900-gdf79404cd8, Yosys 0.63+post, stock flow scripts
make -C /OpenROAD-flow-scripts/flow DESIGN_CONFIG=/design/flow/config.mk WORK_HOME=/design/flow/orfs finish
$ cat /design/flow/config.mk
export PLATFORM = sky130hd
export DESIGN_NAME = add_sub_4bit
export DESIGN_NICKNAME = add_sub_4bit
export VERILOG_FILES = /design/flow/design.v
export SDC_FILE = /design/flow/constraint.sdc
export NUM_CORES = 4
export LEC_CHECK = 1
export CORE_AREA = 10 10 70 70
export DIE_AREA = 0 0 80 80
$ cat /design/flow/constraint.sdc
current_design add_sub_4bit

set clk_period 4.7
set clk_io_pct 0.2

create_clock -name clk0 -period $clk_period

set non_clock_inputs [all_inputs -no_clocks]
set_input_delay [expr $clk_period * $clk_io_pct] -clock clk0 $non_clock_inputs
set_output_delay [expr $clk_period * $clk_io_pct] -clock clk0 [all_outputs]
$ cat /design/flow/design.v
module full_adder(a, b, cin, sum,
cout);
input a, b, cin ;
output sum, cout;
wire w1, w2, w3;
xor g1(w1, a, b);
xor g2(sum, w1, cin);
and g3(w2, a, b);
and g4(w3, w1, cin);
or g5(cout, w2, w3);
endmodule
module add_sub_4bit(a, b, sum, cout,
ctrl);
input [3:0] a, b;
input ctrl;
output [3:0] sum;
output cout;
wire [3:0] wb;
wire [2:0] carryw;
xor g1(wb[0], ctrl, b[0]);
xor g2(wb[1], ctrl, b[1]);
xor g3(wb[2], ctrl, b[2]);
xor g4(wb[3], ctrl, b[3]);
full_adder a0(a[0], wb[0], ctrl, sum[0], carryw[0]);
full_adder a1(a[1], wb[1], carryw[0], sum[1], carryw[1]);
full_adder a2(a[2], wb[2], carryw[1], sum[2], carryw[2]);
full_adder a3(a[3], wb[3], carryw[2], sum[3], cout);
endmodule
module add_sub_4bit_tb;
reg [3:0] a, b;
reg ctrl;
wire [3:0] sum;
wire cout;
add_sub_4bit i1(a, b, sum, cout, ctrl);
initial
begin
a = 4'b0000;
b = 4'b0000;
ctrl = 1'b0;
$monitor("Time:%0t ctrl=%b a=%4b b=%4b sum=%4b cout=%b", $time, ctrl, a, b,sum, cout);
#5 a = 4'b0001; b=4'b0010; ctrl = 1'b1;
#5 a = 4'b0111; b=4'b0001; ctrl = 1'b0;
#5 a = 4'b1111; b=4'b0001; ctrl = 1'b1;
#5 a = 4'b1001; b=4'b0001; ctrl = 1'b0;
end
endmodule 
==> flow_metrics.env <==
# source this file to load flow results
export IMPL_achievable_frequency_mhz=231.6
export IMPL_cts_hold_buffers_added=0
export IMPL_grt_first_pass_wirelength_um=655
export IMPL_drc_errors=0
export IMPL_layout_area_seq_um2=0
export IMPL_std_cell_rows=21
export IMPL_syn_avg_cell_area_um2=9.053
export IMPL_number_of_antenna_violations_at_the_first_check_in_global_routing=0
export IMPL_cp_arrival_ns=3.38
export IMPL_total_chip_power_mw=0.03957
export IMPL_antenna_diode_count=0
export IMPL_yosys_stat_chipArea_um2=153.9
export IMPL_maxCapViolCount=0
export IMPL_hold_path_cell_count=3
export IMPL_detailroute_via_count=122
export IMPL_clkbuf_count=0
export IMPL_detail_route_antenna_nets=0
export IMPL_crit_required_ns=3.76
export IMPL_final_total_negative_setup_slack_ns=0
export IMPL_critical_path_startpoint="ctrl"
export IMPL_fp_util_pct=4.506
export IMPL_routed_wire_length_per_instance_um=6.781
export IMPL_numPortBuffers=14
export IMPL_syn_area_um2=153.9
export IMPL_critical_path_buf_inv_count=3
export IMPL_synthesis_yosys_warnings=0
export IMPL_unrepaired_setup_endpoints_after_global_routing="false"
export IMPL_cp_top_family="adder cells"
export IMPL_holdWs_ns=2.852
export IMPL_yosysCellCount=17
export IMPL_finish_utilization_pct=9.414
export IMPL_crit_path_frequent_cell="sky130_fd_sc_hd__fa_1"
export IMPL_drt_first_iter_violations=1
export IMPL_nFlopsAndLatches=0
export IMPL_finalWirelength_um=495
export IMPL_path_depth=7
export IMPL_floorplan_die_height_um=80
export IMPL_postCtsResizedCells=0
export IMPL_cts_repair_timing_setup_buffer_count=0
export IMPL_worst_margin_slew_ns=0.2190
export IMPL_areal_power_density_over_the_cells_nw_per_um2=123.1
export IMPL_fin_crit_sh_pct=91.88
export IMPL_die_w_um=80
export IMPL_netlist_instances=17
export IMPL_vdd_ir_drop_worst_mv=0.04253
export IMPL_layout_min_cycle_time_ns=4.319
export IMPL_routed_via_density=1.671
export IMPL_report_final_hold_viol_count=0
export IMPL_total_grt_overflow=0
export IMPL_critPathCaptureType="primary output"
export IMPL_grt_start_max_net_pins=5
export IMPL_timing_hold_worst_class="input pin to primary output"
export IMPL_critical_path_cell_chain="clkdlybuf4s50_1 > xnor2_1 > fa_1 > fa_1 > inv_1 > fa_1 > clkdlybuf4s50_1"
export IMPL_synth_yosys_seq_area_share_pct=0
export IMPL_gp_congestion=0.7086
export IMPL_core_area_um2=3416
export IMPL_log_warning_count=32
export IMPL_chipArea_um2=6400
export IMPL_synthDistinctLibCells=6
export IMPL_critical_path_peak_fanout=4
export IMPL_first_global_vias=138
export IMPL_max_slew_margin_pct=85.35
export IMPL_setup_violations_final=0
export IMPL_worst_path_largest_cell_delay_ns=0.58
export IMPL_slew_viol_final=0
export IMPL_critPathSlowestCell="sky130_fd_sc_hd__clkdlybuf4s50_1"
export IMPL_grt_use_total_pct=1.344
export IMPL_status="complete, no violations"
export IMPL_start_kind="input pin"
export IMPL_layout_filler_cells=409
export IMPL_io_pins=14
export IMPL_timing_critical_path_to="sum[3]"
export IMPL_first_pass_iters=3
export IMPL_syn_to_final_growth_pct=108.9
export IMPL_critPathKind="input pin to primary output"
export IMPL_total_leakage_power_nw=0.1219
export IMPL_layout_drive_gt1_share_pct=0
Yosys cell counts:
cell type | number | area share (%)
sky130_fd_sc_hd__inv_1 | 5 | 12
sky130_fd_sc_hd__buf_4 | 4 | 20
sky130_fd_sc_hd__fa_1 | 3 | 39
sky130_fd_sc_hd__xnor2_1 | 2 | 11
sky130_fd_sc_hd__xor2_1 | 2 | 11
sky130_fd_sc_hd__mux2i_1 | 1 | 6.5
where the power goes:
group / total [mW] / switching (mW) / leakage [nW] / internal [mW]
clock network: 0 / 0 / 0 / 0
registers: 0 / 0 / 0 / 0
logic: 0.0396 / 0.0124 / 0.122 / 0.0271
total: 0.0396 / 0.0124 / 0.122 / 0.0271
logic make-up (layout without fill, tap and decap cells):
group | Yosys count | count (layout) | synth area share (%)
adder cells (fa/ha/maj) | 3 | 3 | 39.03
buffers and inverters | 9 | 19 | 31.71
multiplexers | 1 | 1 | 6.504
XOR/XNOR | 4 | 4 | 22.77
per-layer routing:
metal  vias up  GRT usage (%)  wire length, um
met5         -              0                0
met4         0              0                0
met3         0          1.477              133
met2        13         0.9631               86
met1        46          2.199              275
li1         63              -                -
layout by cell type, fill, tap and decap left out:
master,instances
sky130_fd_sc_hd__mux2i_1,1
sky130_fd_sc_hd__clkdlybuf4s50_1,14
sky130_fd_sc_hd__xor2_1,2
sky130_fd_sc_hd__inv_1,5
sky130_fd_sc_hd__fa_1,3
sky130_fd_sc_hd__xnor2_1,2
through the flow:
step,instances,worst slack (ns),instance area [um^2]
after floorplan,17,1.352,153.9
after global placement,73,0.3819,321.6
after detailed placement,73,0.3435,321.6
after CTS,73,0.3419,321.6
after global routing,73,0.2786,321.6
final,73,0.3814,321.6
layout make-up:
cell class | count | area, um^2 | share of cell area [%]
well taps | 46 | 57.56 | 17.90
repair buffers | 14 | 140.1 | 43.58
inverters | 5 | 18.77 | 5.837
multi-input cells | 8 | 105.1 | 32.68
worst min path at each step:
stage	from	to	slack (ns)
after CTS	a[0]	sum[0]	2.86
after global routing	a[0]	sum[0]	2.88
final	a[0]	sum[0]	2.85
Power figures rest on the tool's default switching activity, not on a simulated workload.
